==> flow/design.v <==
module COMMUTATORE2 (output [N-1:0]out, input [N-1:0]x1, input [N-1:0]x2, input alpha);
  parameter N=32;
  assign #2 out = ((~alpha) ? x1 : x2);
endmodule
module COMMUTATORE4(out, x1, x2, x3, x4, alpha);
  parameter N = 32;
  output [N-1:0]out;
  input [N-1:0]x1, x2, x3, x4;
  input [1:0]alpha;
  wire [N-1:0] k1out, k2out;
  COMMUTATORE2 #(N) k1(k1out, x1, x2, alpha[0]);
  COMMUTATORE2 #(N) k2(k2out, x3, x4, alpha[0]);
  COMMUTATORE2 #(N) k3(out, k1out, k2out, alpha[1]);
endmodule
==> flow/run.sh <==
#!/bin/bash
# OpenROAD 26Q1-2900-gdf79404cd8, Yosys 0.63+post, stock flow scripts
make -C /OpenROAD-flow-scripts/flow DESIGN_CONFIG=/design/flow/config.mk WORK_HOME=/design/flow/orfs finish
==> flow/config.mk <==
export PLATFORM = sky130hd
export DESIGN_NAME = COMMUTATORE4
export DESIGN_NICKNAME = COMMUTATORE4
export VERILOG_FILES = /design/flow/design.v
export SDC_FILE = /design/flow/constraint.sdc
export NUM_CORES = 4
export LEC_CHECK = 1
export CORE_AREA = 10 10 84 84
export DIE_AREA = 0 0 94 94
==> flow/constraint.sdc <==
current_design COMMUTATORE4

set clk_period 1.0
set clk_io_pct 0.2

create_clock -name clk0 -period $clk_period

set non_clock_inputs [all_inputs -no_clocks]
set_input_delay [expr $clk_period * $clk_io_pct] -clock clk0 $non_clock_inputs
set_output_delay [expr $clk_period * $clk_io_pct] -clock clk0 [all_outputs]
==> out/summary.json <==
{
  "grt_remaining_overflow": 0,
  "initial_core_util_pct": 15.6,
  "report.power.total_mw": 0.879,
  "chipWidth_um": 94,
  "outcome": "finished, violations left",
  "layout-drive-gt1-share_pct": 37.3,
  "worstPathArrival_ns": 1.11,
  "area.combinational_sq_um": 721,
  "post_synth_inst_count": 39,
  "fillerInstances": 540,
  "grt_pass1_wl_um": 9450,
  "timing.critical_path.from_type": "input port",
  "drtAntennaViolNets": 0,
  "floorplan.die.height_um": 94,
  "worstMarginPinSlew_ns": 0.111,
  "synth_cell_type_count": 5,
  "critical_path.endpoint_type": "output port",
  "clock_buffers": 0,
  "final_design_area_no_fill_sq_um": 2360,
  "design.core.area_sq_um": 5200,
  "ff_count": 0,
  "antenna_found_initial": 3,
  "yosys_warnings": 0,
  "worstSetupPathDepth": 4,
  "route.detailed.vias_per_inst": 4.34,
  "xor_share_pct": 0,
  "drcViolationCount": 0,
  "warning_count": 35,
  "floorplan.rows": 26,
  "route.detailed.wl_per_inst_um": 24.2,
  "finish.utilization_pct": 45.4,
  "maximum_number_of_pins_on_one_net_before_global_route_repair": 17,
  "pre_antenna_drt_iters": 4,
  "slew_viol_final": 0,
  "netlist_area_sq_um": 815,
  "maxClockFrequency_mhz": 763,
  "violation_tally_from_detailed_route_iteration_zero": 16,
  "grt_pass1_vias": 1441,
  "hold_viol": 0,
  "post-route-worst-setup-slack_ns": -0.310,
  "area.sequential_sq_um": 0,
  "cts.hold.buffers_added": 0,
  "detailed_place_hpwl_um": 5780,
  "sequential_share_of_the_synthesized_area_pct": 0,
  "grtUsageTotal_pct": 14.7,
  "crit_path_top_delay_cell": "sky130_fd_sc_hd__mux4_2",
  "critical_path_required_ns": 0.80,
  "yosysCellCount": 39,
  "chip_area_in_the_yosys_report_sq_um": 815,
  "layout.cells.non_filler": 277,
  "timing.setup.tns_ns": -9.32,
  "mux_share_of_area_pct": 89.4,
  "ir_worst_vdd_mv": 0.198,
  "synth-adder-area-share_pct": 0,
  "layout_top_cell_excl_fill_tap": "sky130_fd_sc_hd__dlygate4sd2_1",
  "timing.critical_path.cells": "buf_16 > buf_12 > mux4_2 > buf_2",
  "cp_slowest_stage_delay_ns": 0.50,
  "i_o_pin_cnt": 162,
  "maxCapViolations": 0,
  "area_growth_syn_to_layout_pct": 190,
  "synth-simple-area-share_pct": 0,
  "critPathKind": "input port to output port",
  "pwr_density_cell_nw_per_um2": 372,
  "portBuffers": 162,
  "path_max_fanout": 8,
  "yosys-dominant-comb-family": "multiplexers",
  "drt_wl_total_um": 6700,
  "critPathBufInv": 3,
  "final.period_utilization_pct": 131,
  "syn_area_per_cell_sq_um": 20.9,
  "final-setup-viol-count": 32,
  "rsz0062_at_grt": "true",
  "instance_count_along_the_most_critical_hold_path": 3,
  "total_leakage_power_nw": 1.12,
  "dr_total_vias": 1202,
  "placed_cells_incl_taps": 268,
  "holdCritPathClass": "input port to output port",
  "lay_top_cells": "sky130_fd_sc_hd__dlygate4sd2_1, sky130_fd_sc_hd__mux4_2, sky130_fd_sc_hd__buf_2, sky130_fd_sc_hd__buf_16, sky130_fd_sc_hd__clkdlybuf4s15_1",
  "cell_type_group_with_the_largest_total_delay_on_the_critical_path": "multiplexers",
  "failed_checks": "setup timing",
  "placed_cell_area_sq_um": 2490,
  "gp_congestion": 0.851,
  "chip_area_sq_um": 8840,
  "max_slew_margin_pct": 92.6,
  "post_synth_ao_oa_area_fraction_pct": 0,
  "timing.final.crit_period_ns": 1.31
}
## report_power, final
part	switching, mW	total, mW	internal [mW]
clock network	0	0.000000402	0.000000402
registers	0	0	0
logic	0.237	0.879	0.642
## cell usage after synthesis
library cell	instances	area, sq um
sky130_fd_sc_hd__buf_2	3	15.0
sky130_fd_sc_hd__mux4_2	30	676
sky130_fd_sc_hd__mux4_1	2	52.6
sky130_fd_sc_hd__buf_6	1	11.3
sky130_fd_sc_hd__buf_12	3	60.1
## timing repair
| action | 4_1_cts | 5_1_grt |
|---|---|---|
| endpoints found under the setup margin | 32 | 32 |
| resized | 266 | 0 |
| gates cloned | 5 | 0 |
| buffers inserted | 0 | 1 |
| pin swaps | 0 | 0 |
## tightest hold or removal path, stage by stage
cell and delay (ns):
sky130_fd_sc_hd__clkdlybuf4s15_1 0.15, sky130_fd_sc_hd__mux4_2 0.23, sky130_fd_sc_hd__buf_6 0.09
## path summary, 6_finish.rpt
check                 startpoint      end  slack, ns
worst max-delay path    alpha[0]  out[22]      -0.31
worst min-delay path      x4[30]  out[30]       0.87
## cell type report
class	count	area share [%]
Antenna cell	3	0.318
Timing Repair Buffer	172	65.5
Multi-Input combinational cell	32	30.5
Tap cell	70	3.71
## metal layers
layer	wire length (um)	global-route usage [%]	share of wire, %
met1	2400	17.2	36
met2	3750	26.4	56
met3	537	5.09	8.0
met4	0	0.633	0
met5	0	0	0
## per-stage QoR
| stage | hold WS, ns | worst slack [ns] |
|---|---|---|
| after global placement | 1.28 | -0.911 |
| after floorplan | 0.486 | -0.0916 |
| after global routing | 0.882 | -0.357 |
| after CTS | 0.878 | -0.326 |
| after detailed placement | 1.28 | -0.914 |
| final | 0.872 | -0.310 |
## cell families (layout without fill, tap and decap cells)
logic type	after synthesis	after routing
buffers and inverters	7	172
muxes	32	32
other	0	3
